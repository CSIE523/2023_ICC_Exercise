<file path="config.mk">
export PLATFORM = sky130hd
export DESIGN_NAME = CS
export DESIGN_NICKNAME = CS
export VERILOG_FILES = /design/flow/design.v
export SDC_FILE = /design/flow/constraint.sdc
export NUM_CORES = 4
export LEC_CHECK = 1
export CORE_UTILIZATION = 40
</file>
<file path="constraint.sdc">
current_design CS

set clk_period 39.0
set clk_io_pct 0.2

create_clock -name clk0 -period $clk_period [get_ports {clk}]

set non_clock_inputs [all_inputs -no_clocks]
set_input_delay [expr $clk_period * $clk_io_pct] -clock clk0 $non_clock_inputs
set_output_delay [expr $clk_period * $clk_io_pct] -clock clk0 [all_outputs]
</file>
<file path="design.v">
`timescale 1ns/10ps
module CS(Y, X, reset, clk);
input clk, reset; 
input [7:0] X;
output reg [9:0] Y;
reg [3:0] counter;
reg [7:0] X_in[0:8];
reg flag;
wire [11:0] X_SUM;
wire [11:0] X_AVG;
wire [11:0] X_APPR;
wire [7:0]x_0, x_1, x_2, x_3, x_4, x_5, x_6, x_7, x_8; 
wire [7:0]cmp_0, cmp_1, cmp_2, cmp_3, cmp_4, cmp_5, cmp_6, cmp_7; 
integer i;
assign X_SUM = X_in[0] + X_in[1] + X_in[2] + X_in[3] + X_in[4] + X_in[5] + X_in[6] + X_in[7] + X_in[8];
assign X_AVG = X_SUM / 9;
assign X_APPR = (cmp_7 << 3) + cmp_7;
assign x_0 = (X_in[0] <= X_AVG) ? X_in[0] : 0;
assign x_1 = (X_in[1] <= X_AVG) ? X_in[1] : 0;
assign x_2 = (X_in[2] <= X_AVG) ? X_in[2] : 0;
assign x_3 = (X_in[3] <= X_AVG) ? X_in[3] : 0;
assign x_4 = (X_in[4] <= X_AVG) ? X_in[4] : 0;
assign x_5 = (X_in[5] <= X_AVG) ? X_in[5] : 0;
assign x_6 = (X_in[6] <= X_AVG) ? X_in[6] : 0;
assign x_7 = (X_in[7] <= X_AVG) ? X_in[7] : 0;
assign x_8 = (X_in[8] <= X_AVG) ? X_in[8] : 0;
assign cmp_0 = (x_0 >= x_1) ? x_0 : x_1;
assign cmp_1 = (x_2 >= x_3) ? x_2 : x_3;
assign cmp_2 = (x_4 >= x_5) ? x_4 : x_5;
assign cmp_3 = (x_6 >= x_7) ? x_6 : x_7;
assign cmp_4 = (cmp_0 >= cmp_1) ? cmp_0 : cmp_1;
assign cmp_5 = (cmp_2 >= cmp_3) ? cmp_2 : cmp_3;
assign cmp_6 = (cmp_4 >= cmp_5) ? cmp_4 : cmp_5;
assign cmp_7 = (cmp_6 >= x_8) ? cmp_6 : x_8;
always@(posedge clk or posedge reset)begin
	if(reset)begin
		counter <= 0;
		for(i=0;i<9;i=i+1)
			X_in[i] <= 0;
		flag <= 0;
	end
	else begin
		X_in[counter] <= X;
		counter <= counter + 1;
		if(counter == 8)
			flag <= 1;
		if(counter == 9)begin
			X_in[0] <= X;
			counter <= 1;
		end
	end
end
always@(negedge clk)begin
	if(flag == 1)
		Y <= (X_SUM + X_APPR) >> 3;
end
endmodule
</file>
<file path="run.sh">
#!/bin/bash
# OpenROAD 26Q1-2900-gdf79404cd8, Yosys 0.63+post, stock flow scripts
make -C /OpenROAD-flow-scripts/flow DESIGN_CONFIG=/design/flow/config.mk WORK_HOME=/design/flow/orfs finish
</file>
==> summary.txt <==
Figures from the flow reports.

Outcome:
- The flow ran to the end, but the final reports show violations.
- The checks that failed: setup timing.

Hold path:
- The run gives the type of the worst min-delay path as reg2reg.

Setup path:
- The run gives the cell repeated most along the worst path as a21o_1.
- In the setup report, the worst path falls into the class reg2reg.
- STA classifies the critical path endpoint as a register.
- Among all stages on the critical path, the largest delay is contributed by or4b_4.
- STA classifies the critical path startpoint as a register.
- The run gives the data required time of the worst path as roughly 20 ns.
- The run puts the largest fanout on the critical path at 7.
- The run puts the arrival time at the worst endpoint at 20.03 ns.
- The run gives the largest stage delay on the critical path as 0.67 ns.

Global route:
- The run gives the global route total overflow as 0.
- The run gives the via count of the first global-routing pass as 11000.
- The run gives the pin count of the biggest net entering global routing as just under 50.
- The run gives the total track usage as between 20 and 30%.
- The first global-routing pass estimated 58.0 mm of wire.
- The run gives the initial antenna violation count as 0.

Place:
- The run gives the pre-CTS worst setup slack as -0.733 ns.
- The run puts the number of buffers added on ports at 18.
- The run gives the HPWL after detailed placement as 29.2 mm.
- The run puts the last weighted congestion value of the routability-driven placer at roughly 0.99.

Floorplanning:
- The run puts the row count at 62.
- The run puts the core footprint at 28700 um^2.
- The run puts the floorplan core density at 40.7%.
- For this design the top-level I/O count stands at 20.
- From bottom edge to top edge, the die measures approximately 170 um.
- The run gives the overall chip area as 29900 um^2.
- Measured along the x axis, the die boundary spans 173 um.

Logic synthesis:
- Yosys reported that registers with async set or reset make up about nine tenths.
- The run puts the yosys synthesis chip area at 11700 um^2.
- The run gives the library cell occupying the most area in the post-synthesis netlist as ha_1.
- The most used flip-flop cell after synthesis is dfrtp_1.
- After synthesis, the cell types taking the most area are ha_1, dfrtp_1, fa_1.
- Yosys reports that the leading cell type by area covers 17.9% of the netlist area.
- The run gives the share of the yosys chip area belonging to registers as between 10% and 20%.
- The cell count after synthesis came out at between 1000 and 1500.
- The run gives the yosys warning tally as 2.
- The run puts the register bit total from synthesis at 86.
- For this design, Yosys synthesis ends with a cell count of 1337.
- The run gives the count of flip-flops with a built-in enable after synthesis as 9.
- In the Yosys stats the netlist draws on 104 distinct library cells.
- The run gives the mapped cell area as 11700 um^2.
- The run puts the average cell area after synthesis at approximately 8.7 um^2.

STA:
- Setup repair after global routing could not meet its margin everywhere.
- The run puts the number of endpoints failing setup at the final stage at 5.
- The critical path in the final layout is reported with a setup slack of -0.395 ns.
- The clock arrives with 0.0642 ns of skew.
- For reference, the final report shows the hold violation count at 0.
- Looking at the max-slew report, the worst-margin pin has a slew of 0.910 ns.
- The run gives the worst slew margin relative to its limit as 39.1%.
- The run puts the total count of max-transition violations in the final report at 0.

Detailed routing:
- The routed layout has 11100 vias.
- In this run the top signal layer used is met4.
- TritonRoute output was used to compute an average wire per cell of 17.1 um.
- Per the detail_route log, met2 wirelength is ~17 mm.
- The run puts the wire length reported by the detailed router at 36.2 mm.
- In the log, the iteration count for the first detailed-route pass is 5.
- After the first detailed-routing iteration, the DRC count stood at 454.
- The run gives the sum of met3 wire segment lengths after detailed routing as 1.62 mm.
- The run puts the routed via count divided by cell count at 5.25.
- The run gives the met1 wire length as 16.5 mm.
- The run puts the number of nets with antenna violations after detailed routing at 0.
- The routed layout reports a DRC error count of 0.
- The run puts the total antenna diodes in the routed design at 0.

Clock tree:
- The run puts the clock net sink count at 86.
- The run gives the CTS tree as yes.
- The run puts the total clock buffers created by CTS at 9.
- The run puts the clock input transition at the sequential cells of the worst setup and hold paths at 0.07 ns.
- The run puts the clock insertion delay at the later pin of the skew report at 0.41 ns.
- The run puts the number of buffers on the longest clock path at 2.
- The run gives the cell at the root of the clock tree as clkbuf_16.
- The run puts the number of levels the H-tree was split into at 3.

Final layout:
- The run gives the synthesis-to-finish area growth as 40.8%.
- The run gives the logic area as 9770 um^2.
- Leaving out fill and tap cells, the most frequent cells in the layout are buf_4, ha_1, inv_1, nand2_1, dfrtp_1.
- The filler cells instantiated in the layout total 2410.
- The run gives the area of all sequential standard cells as 2200 um^2.
- Cells fill 57.3% of the core in the end.
- The post-route netlist has 37.6% of its cells at a drive strength greater than 1.
- The run gives the most common cell after layout, fill and taps aside as buf_4.

Job:
- The run puts the number of violations of the max-capacitance limit at 0.
- The run puts the total number of warnings across the stage logs at 38.
## state kept, by name, summed over array words and instances (netlist names)
name	flops
X_in	72
Y	9
counter	4
flag	1
## path summary, 6_finish.rpt
path                                    to       start  cells after the start
worst max-delay path                  Y[8]  X_in[2][2]                    115
worst min-delay path            X_in[2][1]  X_in[2][1]                      2
worst max register to register        Y[8]  X_in[2][2]                    115
worst min register to register  X_in[2][1]  X_in[2][1]                      2
max in group asynchronous       X_in[2][2]       reset                      3
min in group asynchronous       X_in[1][6]       reset                      2
## layout make-up
class | instances | share of cell area (%)
Clock buffer | 9 | 1.37
Clock inverter | 16 | 0.654
Multi-Input combinational cell | 1076 | 59.4
Timing Repair Buffer | 404 | 19.0
Sequential cell | 86 | 13.4
Tap cell | 384 | 2.92
Inverter | 140 | 3.26
## metrics by stage
step	area [um^2]	TNS (ns)	hold slack, ns	instances
6_report	16400	-1.64	0.594	2115
5_1_grt	16400	-10.40	0.639	2115
4_1_cts	16000	-1.23	0.594	2101
3_5_place_dp	15200	-3.21	0.580	2051
3_3_place_gp	15200	-1.95	0.574	2051
2_1_floorplan	12100	-0.575	0.531	1337
## worst max-delay path: cells and delay by family (launching register included)
family                     cells  cell delay, ns
DFF                            1            0.36
adders and majority gates     15            4.77
AOI/OAI and AO/OA             47            7.68
muxes                          3            0.91
xor gates and xnor gates       4            0.59
and+or+nand+nor               25            3.29
buffers and inverters         21            2.06
## what timing repair did
item / CTS / global route
endpoints found under the setup margin: 7 / 9
pin swaps: 78 / 69
setup buffers: 26 / 15
resized: 52 / 72
hold buffers: 0 / 0
## synth_stat cells, types with 7 or more instances
| master | count |
|---|---|
| fa_1 | 58 |
| nor2b_1 | 22 |
| nand4_1 | 13 |
| nand3_1 | 51 |
| nor2_1 | 72 |
| o21ai_0 | 77 |
| a211oi_1 | 10 |
| a31oi_1 | 22 |
| and2_1 | 10 |
| o211ai_1 | 10 |
| and3_1 | 10 |
| a211o_1 | 8 |
| mux2i_1 | 16 |
| inv_1 | 136 |
| mux2_2 | 57 |
| a21oi_1 | 75 |
| ha_1 | 167 |
| buf_2 | 7 |
| edfxtp_1 | 9 |
| nor3_1 | 21 |
| nand2b_1 | 34 |
| o22ai_1 | 8 |
| clkbuf_1 | 23 |
| a21o_1 | 55 |
| nand2_1 | 120 |
| or2_2 | 9 |
| dfrtp_1 | 77 |
| o21a_1 | 9 |
| xnor2_1 | 17 |
## layer usage
layer / GRT usage, % / up-vias
met5: 0.641 / -
met4: 6.05 / 0
met3: 4.02 / 45
met2: 41.8 / 231
met1: 35.5 / 5212
li1: - / 5609
## kinds of logic (layout without fill, tap and decap cells)
kind of cell | after synthesis | in the layout | share of synthesized area [%]
fa+ha+maj | 229 | 229 | 28.2
mux | 76 | 76 | 7.38
simple gates | 393 | 393 | 17.0
compound gates | 354 | 354 | 20.9
flops | 86 | 86 | 18.8
xor+xnor | 23 | 23 | 1.73
buf+inv | 175 | 569 | 5.89
other cells | 1 | 1 | 0.0321
