$ cat run.sh
#!/bin/bash
# OpenROAD 26Q1-2900-gdf79404cd8, Yosys 0.63+post, stock flow scripts
make -C /OpenROAD-flow-scripts/flow DESIGN_CONFIG=/design/flow/config.mk WORK_HOME=/design/flow/orfs finish
$ cat config.mk
export PLATFORM = sky130hd
export DESIGN_NAME = huffman
export DESIGN_NICKNAME = huffman
export VERILOG_FILES = /design/flow/design.v
export SDC_FILE = /design/flow/constraint.sdc
export NUM_CORES = 4
export LEC_CHECK = 1
export CORE_UTILIZATION = 30
$ cat constraint.sdc
current_design huffman

set clk_period 6.0
set clk_io_pct 0.2

create_clock -name clk0 -period $clk_period [get_ports {clk}]

set non_clock_inputs [all_inputs -no_clocks]
set_input_delay [expr $clk_period * $clk_io_pct] -clock clk0 $non_clock_inputs
set_output_delay [expr $clk_period * $clk_io_pct] -clock clk0 [all_outputs]
$ cat design.v
module huffman(clk, reset, gray_data, gray_valid, CNT_valid, CNT1, CNT2, CNT3, CNT4, CNT5, CNT6,
    code_valid, HC1, HC2, HC3, HC4, HC5, HC6, M1, M2, M3, M4, M5, M6);
input clk;
input reset;
input gray_valid;
input [7:0] gray_data;
output reg CNT_valid;
output reg [7:0] CNT1, CNT2, CNT3, CNT4, CNT5, CNT6;
output code_valid;
output [7:0] HC1, HC2, HC3, HC4, HC5, HC6;
output [7:0] M1, M2, M3, M4, M5, M6;
reg [2:0]state, next_state;
parameter IDLE = 3'd0,
    INIT = 3'd1,
    CNT_OUT = 3'd2,
    READ = 3'd3,
    COMB = 3'd4,
    SPLIT = 3'd5,
    OUT = 3'd6;
reg [2:0] counter1;
reg [2:0] counter2;
reg [2:0] max_idx;
reg [7:0] max_val;
reg [7:0] arr_val[0:5];
reg [2:0] arr_idx[0:5];
reg [7:0] sorted_val[0:5];
reg [2:0] sorted_idx[0:5];
reg [5:0] record;
assign code_valid = (state == COMB);
integer i;
always@(posedge clk or posedge reset)begin
    if(reset)
        state <= IDLE;
    else 
        state <= next_state;
end
always@(*)begin
    if(reset)
        next_state = IDLE;
    else begin
        case(state)
            IDLE:
                next_state = READ;
            READ:begin
                if(gray_valid == 1) next_state = READ;
                else next_state = CNT_OUT;  
            end
            CNT_OUT: next_state = INIT;
            INIT:begin
                if(counter1 == 6) next_state = COMB;
                else next_state = INIT;
            end
            COMB:begin
                next_state = COMB;
            end 
            default:    next_state = IDLE;
        endcase
    end 
end
always@(posedge clk or posedge reset)begin
    if(reset)begin
        CNT1 <= 0;
        CNT2 <= 0;
        CNT3 <= 0;
        CNT4 <= 0;
        CNT5 <= 0;
        CNT6 <= 0;
        CNT_valid <= 0;
    end
    else begin
        if(next_state == READ)begin
            case(gray_data)
                1: CNT1 <= CNT1 + 1;
                2: CNT2 <= CNT2 + 1;
                3: CNT3 <= CNT3 + 1;
                4: CNT4 <= CNT4 + 1;
                5: CNT5 <= CNT5 + 1;
                6: CNT6 <= CNT6 + 1;
            endcase
        end
        else if(next_state == CNT_OUT)
            CNT_valid <= 1;
        else if(next_state == INIT)begin 
            CNT_valid <= 0;                  
        end
    end
end
always@(posedge clk or posedge reset)begin
    if(reset)begin
        for(i=0;i<6;i=i+1)
            arr_val[i] <= 0;
        max_idx <= 7;
        max_val <= 0;
        counter1 <= 0;
        for(i=0;i<6;i=i+1)
            record[i] <= 1;
        counter2 <= 0;
    end
    else begin
        if(next_state == CNT_OUT)begin
            arr_val[0] <= CNT1;
            arr_val[1] <= CNT2;
            arr_val[2] <= CNT3;
            arr_val[3] <= CNT4;
            arr_val[4] <= CNT5;
            arr_val[5] <= CNT6;
            for(i=0;i<6;i=i+1)
                arr_idx[i] <= i+1;
        end
        else if(next_state == INIT)begin
            if(counter2 == 6)begin
                counter2 = 0;
                record[max_idx] <= 0;
                sorted_val[counter1] <= max_val;
                sorted_idx[counter1] <= max_idx;
                max_idx <= 7;
                max_val <= 0;
                counter1 <= counter1 + 1;
            end 
            else if(record[counter2] == 0)   
                counter2 <= counter2 + 1;
            else if(max_val < arr_val[counter2] && max_idx > counter2)begin
                max_idx <= counter2;
                max_val <= arr_val[counter2];
                counter2 <= counter2 + 1;
            end
        end
    end
end
endmodule
==> flow_summary_export.csv <==
group,metric,value,unit
final_layout,final_area,7860,um^2
drt,routedWlPerCell,14.7,um
setup_path,crit_arrival,4.57,ns
power_and_ir_drop,leakagePower,0.00378,uW
cts,clockBufferDepth,2,
setup_path,cp_num_buf_inv,1,
cts,htreeDepth,4,
cts,cts_buffers,17,
placement,placement.setup.worst_slack,1.79,ns
cts,post_cts_buffers,0,
setup_path,end_kind,"flip-flop",
floorplan,io_pins,157,
power_and_ir_drop,powerDensity,335,nW/um^2
power_and_ir_drop,finalPower,2630,uW
drt,via_count,4247,
setup_path,slowest_stage,"dfrtp_1",
setup_path,worstPathMaxFanout,19,
global_route,first_global_vias,4040,
placement,dp_hpwl,10400,um
floorplan,core.rowCount,54,
setup_path,cp.required,6.34,ns
yosys,synthesis.area,6720,um^2
floorplan,fp_util,30.7,%
timing,timing.final.ws_setup,1.77,ns
status,status,"complete, no violations",
yosys,ys.flop_type,"dfrtp_1",
cts,clkTransAtPathRegs,0.06,ns
drt,viasPerCell,4.42,
final_layout,combGateArea,3080,um^2
timing,rsz0062_at_grt,"no",
timing,tightest_slew,0.790,ns
setup_path,rr_startpoint,"counter2[2]$_DFFE_PP0P_",
timing,fmax,0.236,GHz
cts,clockRootBuffer,"clkbuf_16",
yosys,ys_cells,603,
cts,cts_tree,"built",
placement,io_buffers,60,
yosys,enable_flop_cells,0,
drt,drtPass1Iterations,5,
yosys,synth_flops,125,
cts,cts.hold.buffers_added,0,
floorplan,die_w,152,um
drt,antenna_left,0,
drt,antenna_cells,0,
drt,wl,14200,um
setup_path,start_kind,"flip-flop",
timing,whs,0.444,ns
final_layout,mostFrequentLayoutCells,"115 x dfrtp_1, 96 x conb_1, 60 x clkdlybuf4s50_1",
yosys,ys_seq_share,46.7,%
power_and_ir_drop,peakVddDrop,0.223,mV
timing,finalClockPeriodUsage,70.6,%
flow_run,drv_cap,0,
final_layout,regArea,3140,um^2
drt,route.detailed.drc,0,
global_route,grt_usage,13.3,%
timing,min_period,4.23,ns
timing,setup_viol,0,
global_route,grt_overflow,0,
yosys,syn_area_per_cell,11.1,um^2
setup_path,ff2ff_setup_slack,1.77,ns
setup_path,crit_path_start,"counter2[2]$_DFFE_PP0P_",
global_route,antenna_found_initial,0,
floorplan,chipHeight,152,um
cts,cts_sinks,125,
setup_path,cpMostUsedCell,"ha_1",
global_route,grt_max_degree,56,
floorplan,core_area,21900,um^2
timing,hold_viol_final,0,
yosys,ys_warn_count,101,
setup_path,crit_family,"AND-OR/OR-AND gates",
cts,cts_resized,0,
placement,gp_congestion,0.895,
hold_path,hp-start,"record[0]$_DFFE_PP1P_",
hold_path,hp-class,"reg2reg",
global_route,grt_pass1_wl,22700,um
timing,fin_tns_setup,0,ns
final_layout,layout_top_cell,"dfrtp_1",
placement,dpl_cell_area,7270,um^2
timing,drv_slew,0,
setup_path,crit_type,"reg2reg",
floorplan,chip_area,23000,um^2
yosys,ys_types,60,
yosys,netlist_instances,603,
setup_path,ff2ff_path_depth,11,
final_layout,layout-drive-gt1-share,17.5,%
flow_run,openroad.warnings,28,
setup_path,crit_chain,"inv_1, ha_1, a222oi_1, a21o_1, ha_1, a21oi_1, a21boi_0, or4_1, a211oi_1, and2_1, mux2i_1",
final_layout,fill_cells,2132,
drt,drtIter0Drc,217,
setup_path,slowest_delay,0.72,ns
yosys,async_flop_share,100,%
hold_path,hold_depth,2,
yosys,ys_area,6720,um^2
cts,clk_latency,0.42,ns
final_layout,syn_to_final_growth,17.0,%
timing,fin_worst_skew,0.00589,ns
setup_path,crit_cells,11,
timing,slew_headroom,46.9,%
[final cells by class]
cell class / count / area share [%]
flip-flops and latches: 125 / 39.9
multi-input cells: 444 / 39.2
repair buffers: 65 / 8.12
clock buffers: 17 / 5.41
well taps: 280 / 4.46
clock inverters: 15 / 2.10
inverters: 15 / 0.748
[logic make-up (layout without fill, tap and decap cells)]
family | after synthesis | in the layout | synth area share, %
xor+xnor | 45 | 45 | 5.86
fa+ha+maj | 22 | 22 | 4.10
simple gates | 145 | 145 | 11.6
other cells | 1 | 96 | 0.0558
buf+inv | 129 | 112 | 12.8
mux | 72 | 72 | 12.0
flops | 125 | 125 | 46.7
compound gates | 64 | 64 | 6.96
[routing by layer]
layer	part of all wire (%)	track usage (%)	routed length, um
met1	45	20.2	6390
met3	5.1	2.66	718
met2	48	20.7	6870
met5	0	0	0
met4	1.3	1.49	182
[state kept, by name (all words and copies together) (netlist names)]
register and flops:
max_idx 3, counter1 3, CNT5 8, CNT_valid 1
CNT2 8, state 5, counter2 3, arr_val 48
max_val 8, record 6, CNT6 8, CNT4 8
CNT1 8, CNT3 8
[final timing paths]
kind | endpoint
worst min-delay path | record[0]$_DFFE_PP1P_
worst min register to register | record[0]$_DFFE_PP1P_
min in group asynchronous | state[2]$_DFF_PP0_
worst max register to register | max_val[6]$_DFFE_PP0P_
worst max-delay path | max_val[6]$_DFFE_PP0P_
max in group asynchronous | arr_val[1][6]$_DFFE_PP0P_
[worst min-delay path, cell delays in order (launching register included)]
cell,delay (ns)
dfstp_2,0.37
inv_1,0.04
a31oi_1,0.03
[per-stage QoR]
step	utilization [%]	cells
6_report	35.9	961
3_3_place_gp	33.2	929
4_1_cts	35.9	961
5_1_grt	35.9	961
2_1_floorplan	-	698
3_5_place_dp	33.2	929
[cell usage after synthesis, types with 8 or more instances]
| master | n | area share, % |
|---|---|---|
| dfrtp_1 | 115 | 43 |
| buf_4 | 96 | 11 |
| mux2_2 | 55 | 9.2 |
| nand2_1 | 40 | 2.2 |
| nor2_1 | 31 | 1.7 |
| nand3_1 | 23 | 1.7 |
| xor2_1 | 23 | 3.0 |
| ha_1 | 22 | 4.1 |
| xnor2_1 | 22 | 2.9 |
| inv_1 | 15 | 0.84 |
| mux2i_1 | 15 | 2.2 |
| nor3_1 | 12 | 0.89 |
| o21ai_0 | 12 | 0.89 |
| clkbuf_1 | 10 | 0.56 |
| dfstp_2 | 10 | 3.9 |
| a21o_1 | 8 | 0.89 |
[power by group]
| part | leakage (uW) | internal [uW] | switching, uW | total (uW) |
|---|---|---|---|---|
| Clock | 0.000276 | 616 | 397 | 1010 |
| Sequential | 0.00168 | 908 | 67.5 | 976 |
| Combinational | 0.00182 | 260 | 384 | 644 |
| Total | 0.00378 | 1780 | 848 | 2630 |
Power figures rest on the tool's default switching activity, not on a simulated workload.
