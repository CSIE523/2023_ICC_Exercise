===== config.mk =====
export PLATFORM = sky130hd
export DESIGN_NAME = NFC
export DESIGN_NICKNAME = NFC
export VERILOG_FILES = /design/flow/design.v
export SDC_FILE = /design/flow/constraint.sdc
export NUM_CORES = 4
export LEC_CHECK = 1
export CORE_UTILIZATION = 50

===== constraint.sdc =====
current_design NFC

set clk_period 3.4
set clk_io_pct 0.2

create_clock -name clk0 -period $clk_period [get_ports {clk}]

set non_clock_inputs [all_inputs -no_clocks]
set_input_delay [expr $clk_period * $clk_io_pct] -clock clk0 $non_clock_inputs
set_output_delay [expr $clk_period * $clk_io_pct] -clock clk0 [all_outputs]

===== design.v =====
`timescale 1ns/100ps
module NFC(clk, rst, done, F_IO_A, F_CLE_A, F_ALE_A, F_REN_A, F_WEN_A, F_RB_A, F_IO_B, F_CLE_B, F_ALE_B, F_REN_B, F_WEN_B, F_RB_B);
input        clk;
input        rst;
output       done;
inout  [7:0] F_IO_A;
output reg      F_CLE_A;
output reg      F_ALE_A;
output reg      F_REN_A;
output reg      F_WEN_A;
input        F_RB_A;
inout  [7:0] F_IO_B;
output reg      F_CLE_B;
output reg      F_ALE_B;
output reg      F_REN_B;
output reg      F_WEN_B;
input        F_RB_B;
reg [2:0]state, next_state;
parameter IDLE = 3'd0,
	  READ_A = 3'd1,
	  WRITE_B = 3'd2,
      FINISH = 3'd3;
reg enable_a , enable_b;
reg [7:0]F_IO_REG_A;
reg [7:0]F_IO_REG_B;
reg [7:0]arr[0:15];
reg [14:0]write_cnt;
reg [4:0]read_cnt;
reg [5:0]cnt;
reg [5:0]wcnt;
reg [17:0]addr;
assign done = (state == FINISH);
assign F_IO_A = (enable_a == 1) ? F_IO_REG_A : 8'bz;
assign F_IO_B = (enable_b == 1) ? F_IO_REG_B : 8'bz;
always@(posedge clk or posedge rst)begin
    if(rst)
        state <= IDLE;
    else 
        state <= next_state;
end
always@(*)begin
    if(rst)
        next_state = IDLE;
    else begin
        case(state)
            IDLE:
                next_state = READ_A;
            READ_A:begin
                if(write_cnt == 16384) next_state = FINISH;
                else if(read_cnt == 16) next_state = WRITE_B;
                else next_state = READ_A;  
            end 
            WRITE_B:begin
                if(cnt == 14) next_state = IDLE;
                else next_state = WRITE_B;
            end
            default:    next_state = IDLE;
        endcase
    end 
end
always@(posedge clk or posedge rst)begin
    if(rst)begin
        enable_a <= 1;
        enable_b <= 1;
        F_IO_REG_A <= 8'hff;
        F_IO_REG_B <= 8'hff;
        write_cnt <= 0;
        read_cnt <= 0;
        cnt <= 0;
        F_CLE_A <= 1;
        F_ALE_A <= 0;
        F_REN_A <= 1;
        F_WEN_A <= 0;
        F_CLE_B <= 1;
        F_ALE_B <= 0;
        F_REN_B <= 1;
        F_WEN_B <= 1;
        addr <= 0;
        wcnt <= 0;
    end
    else begin
        if(next_state == IDLE)
            cnt <= 0;
        else if(next_state == READ_A)begin
            case (cnt)
                0:begin
                    if(write_cnt < 8191)
                        F_IO_REG_A <= 0;
                    else 
                        F_IO_REG_A <= 1;
                    F_CLE_A <= 1;
                    F_ALE_A <= 0;
                    F_WEN_A <= 0;
                    F_REN_A <= 1;
                    enable_a <= 1;
                    cnt <= cnt + 1;
                    read_cnt <= 0;
                end 
                1:begin
                    F_WEN_A <= 1;
                    cnt <= cnt + 1;
                end
                2:begin  
                    F_CLE_A <= 0;
                    F_ALE_A <= 1;
                    F_WEN_A <= 0;
                    F_IO_REG_A <= addr[7:0];
                    cnt <= cnt + 1;
                end
                3:begin
                    F_WEN_A <= 1;
                    cnt <= cnt + 1;
                end
                4:begin  
                    F_WEN_A <= 0;
                    F_IO_REG_A <= addr[16:9];
                    cnt <= cnt + 1;
                end
                5:begin
                    F_WEN_A <= 1;
                    cnt <= cnt + 1;
                end
                6:begin  
                    F_WEN_A <= 0;
                    F_IO_REG_A <= {7'd0, addr[17]};
                    cnt <= cnt + 1;
                end
                7:begin
                    F_WEN_A <= 1;
                    cnt <= cnt + 1;
                end
                8:begin
                    F_WEN_A <= 0;
                    F_ALE_A <= 0;
                    if(F_RB_A == 1)begin
                        cnt <= cnt + 1;
                        enable_a <= 0;
                    end
                end
                9:begin
                    F_REN_A <= ~F_REN_A;
                    F_WEN_A <= 1;
                    if(F_REN_A == 0)begin
                        arr[read_cnt] <= F_IO_A;
                        if(read_cnt == 15)
                            cnt <= 0;
                        read_cnt <= read_cnt + 1;
                    end
                end
            endcase
        end
        else if(next_state == WRITE_B)begin
            case(cnt)
                0:begin
                    if(write_cnt < 8191)begin
                        F_IO_REG_B <= 8'h80;
                        cnt <= 3;
                    end
                    else begin 
                        F_IO_REG_B <= 8'h01;
                        cnt <=  1;
                    end
                    enable_b <= 1;
                    F_CLE_B <= 1;
                    F_ALE_B <= 0;
                    F_WEN_B <= 0;
                end
                1:begin
                    F_WEN_B <= 1;
                    cnt <= cnt + 1;
                end
                2:begin
                    F_WEN_B <= 0;
                    F_IO_REG_B <= 8'h80; 
                    cnt <= cnt + 1;
                end
                3:begin
                    F_WEN_B <= 1;
                    cnt <= cnt + 1;   
                end
                4:begin  
                    F_WEN_B <= 0;
                    F_CLE_B <= 0;
                    F_ALE_B <= 1;
                    F_IO_REG_B <= addr[7:0];
                    cnt <= cnt + 1; 
                end
                5:begin
                    F_WEN_B <= 1;
                    cnt <= cnt + 1; 
                end
                6:begin  
                    F_WEN_B <= 0;
                    F_IO_REG_B <= addr[16:9];
                    cnt <= cnt + 1;
                end
                7:begin
                    F_WEN_B <= 1;
                    cnt <= cnt + 1;
                end
                8:begin  
                    F_WEN_B <= 0;
                    F_IO_REG_B <= {7'd0, addr[17]};
                    cnt <= cnt + 1;
                end
                9:begin
                    F_WEN_B <= 1;    
                    cnt <= cnt + 1;
                end
                10:begin
                    F_WEN_B <= ~F_WEN_B;
                    F_CLE_B <= 0;
                    F_ALE_B <= 0;
                    if(F_WEN_B == 1)begin
                        F_IO_REG_B <= addr[wcnt];
                        if(wcnt == 15)begin
                            wcnt <= 0;
                            cnt <= cnt + 1;
                        end
                        else
                            wcnt <= wcnt + 1;
                    end
                end
                11:begin
                    F_WEN_B <= 0;
                    F_ALE_B <= 0;
                    F_CLE_B <= 1;
                    F_IO_REG_B <= 8'h10;
                    cnt <= cnt + 1;
                end
                12:begin
                    F_WEN_B <= 1;
                    cnt <= cnt + 1;
                end
                13:begin  
                    if(F_RB_B == 1)begin
                        write_cnt <= write_cnt + 1;
                        cnt <= cnt + 1;
                        addr <= addr + 16;
                    end
                end
            endcase
        end
    end
end
endmodule

===== run.sh =====
#!/bin/bash
# OpenROAD 26Q1-2900-gdf79404cd8, Yosys 0.63+post, stock flow scripts
make -C /OpenROAD-flow-scripts/flow DESIGN_CONFIG=/design/flow/config.mk WORK_HOME=/design/flow/orfs finish

==> results.py <==
# Metrics from the implementation run
metrics = {
    "synthesis": {
        "flop_cell": "dfrtp_1",
        "common_cells": "dfrtp_1, nand2_1, o21ai_0",
        "ys_warn_count": 4,
        "top_cell_area_share": 0.3213,
        "ys_cells": 418,
        "top_cell": "dfrtp_1",
        "ys_chip_area_sq_mm": 0.004050,
        "avgSynthCellArea_sq_um": 9.689,
        "synth_cell_type_count": 67,
        "async_reset_ff_frac": 1.000,
        "syn-cell-area_sq_mm": 0.004050,
        "ys_seq_frac": 0.4575,
        "top_cells_by_area": "dfrtp_1, dfstp_2, xnor2_1",
        "ys_ff": 73,
        "top_area_cell": "dfrtp_1",
        "synth-edff-count": 0,
        "synthCells": 418,
    },
    "outcome": {
        "error": "[error] [KeplerFormal.cpp:679] Workflow failed: Iso has multiple drivers: .F_IO_A0, F_IO_A[0]$_DFFE_PP1P_.Q0",
        "haltStage": "clock tree synthesis",
        "status": "did not finish",
    },
    "placement": {
        "post-place-ws_ps": 396.8,
        "io_buffers": 11,
        "dp_hpwl_microns": 6197,
        "post-place-cells": 520,
        "place_congestion": 0.8943,
    },
    "floorplan": {
        "dieHeight_microns": 92,
        "fp-row-count": 32,
        "fp.dieW_microns": 92,
        "fp_util": 0.5214,
        "ios": 29,
    },
    "cts": {
        "cts_made_buffers": 9,
        "cts_setup_buffers": 0,
        "clk_path_buf_depth": 2,
        "cts_resized": 0,
        "cts.sinks": 73,
        "cts.htree.levels": 3,
        "clock-root-buffer": "clkbuf_8",
        "holdBufCountCts": 0,
    },
}
logic make-up after synthesis:
| group | count (synthesis) | synth area share |
|---|---|---|
| DFF | 73 | 0.4575 |
| AOI/OAI and AO/OA | 92 | 0.1520 |
| and+or+nand+nor | 162 | 0.2135 |
| adders and majority gates | 11 | 0.03398 |
| muxes | 12 | 0.04139 |
| xor gates and xnor gates | 29 | 0.06271 |
| other | 1 | 0.0009259 |
| buffers and inverters | 38 | 0.03800 |
metrics by stage:
step,cell area [sq um],hold WS (ps)
floorplan,4054,418.2
detailed placement,4274,470.0
global placement,4274,463.8
