### flow/design.v
module LCD_CTRL(clk, reset, datain, cmd, cmd_valid, dataout, output_valid, busy);
input           clk;
input           reset;
input   [7:0]   datain;
input   [2:0]   cmd;
input           cmd_valid;
output  reg[7:0]   dataout;
output  reg       output_valid;
output  reg        busy;
reg [1:0]state, next_state;
parameter READ_OP = 2'd0,
		  READ = 2'd1,
		  CAL = 2'd2,
		  OUT = 2'd3;
parameter REFLASH = 3'd0,
		  LOADDATA = 3'd1,
		  ZOOMIN = 3'd2,
		  ZOOMOUT = 3'd3,
		  SHIFT_RIGHT = 3'd4,
		  SHIFT_LEFT = 3'd5,
		  SHIFT_UP = 3'd6,
		  SHIFT_DOWN = 3'd7;
reg [7:0] data_in[0:63];
reg [5:0] counter;
reg [2:0] pos_x, pos_y;
reg magnifi;
wire [5:0]pos;
assign pos = {pos_y, pos_x};
integer i;
always@(posedge clk or posedge reset)begin
    if(reset)
        state <= READ_OP;
    else 
        state <= next_state;
end
always@(*)begin
    if(reset)
        next_state = READ_OP;
    else begin
        case(state)
			READ_OP: begin
				if(cmd == LOADDATA) next_state = READ;
				else if(cmd == REFLASH) next_state = OUT;
				else next_state = CAL;
			end
			READ: begin
				if(counter == 63) next_state = OUT;
				else next_state = READ;
			end
			CAL: next_state = OUT;
			OUT: begin
				if(counter == 16) next_state = READ_OP;
				else next_state = OUT;
			end
            default: next_state = READ_OP;
        endcase
    end 
end
always@(posedge clk or posedge reset)begin
    if(reset)begin
		for(i=0;i<64;i=i+1)
			data_in[i] <= 5;
		pos_x <= 2;
		pos_y <= 2;
		counter <= 0;
		magnifi <= 0;
    end
    else begin
		if(state == READ) begin
			data_in[counter] <= datain;
			counter <= counter + 1;
			magnifi <= 0;
		end
		else if(next_state == CAL) begin
			case(cmd)
				ZOOMIN:begin
					magnifi <= 1;
					pos_x <= 2;
					pos_y <= 2;
				end
				ZOOMOUT:begin
					magnifi <= 0;
				end
				SHIFT_RIGHT:begin
					if(pos_x < 4)
						pos_x <= pos_x + 1;
					else 
						pos_x <= pos_x;
				end
				SHIFT_LEFT:begin
					if(pos_x > 0)
						pos_x <= pos_x - 1;
					else 
						pos_x <= pos_x;
				end
				SHIFT_UP:begin
					if(pos_y > 0)
						pos_y <= pos_y - 1;
					else 
						pos_y <= pos_y;
				end
				SHIFT_DOWN:begin
					if(pos_y < 4)
						pos_y <= pos_y + 1;
					else 
						pos_y <= pos_y;
				end
				default:begin
					pos_x <= pos_x;
					pos_y <= pos_y;
				end
			endcase
		end
		else if(state == OUT)begin
			if(magnifi == 0)begin
				case(counter)
					0:	dataout <= data_in[0];
					1:	dataout <= data_in[2];
					2:  dataout <= data_in[4];
					3:  dataout <= data_in[6];
					4:  dataout <= data_in[16];
					5:  dataout <= data_in[18];
					6:  dataout <= data_in[20];
					7:  dataout <= data_in[22];
					8:  dataout <= data_in[32];
					9:  dataout <= data_in[34];
					10: dataout <= data_in[36];
					11: dataout <= data_in[38];
					12: dataout <= data_in[48];
					13: dataout <= data_in[50];
					14: dataout <= data_in[52];
					15: dataout <= data_in[54];
				endcase
			end
			else begin
				case(counter)
					0:	dataout <= data_in[pos];
					1:	dataout <= data_in[pos+1];
					2:  dataout <= data_in[pos+2];
					3:  dataout <= data_in[pos+3];
					4:  dataout <= data_in[pos+8];
					5:  dataout <= data_in[pos+9];
					6:  dataout <= data_in[pos+10];
					7:  dataout <= data_in[pos+11];
					8:  dataout <= data_in[pos+16];
					9:  dataout <= data_in[pos+17];
					10: dataout <= data_in[pos+18];
					11: dataout <= data_in[pos+19];
					12: dataout <= data_in[pos+24];
					13: dataout <= data_in[pos+25];
					14: dataout <= data_in[pos+26];
					15: dataout <= data_in[pos+27];
				endcase
			end
			if(counter == 16)begin
				output_valid <= 0;
				counter <= 0;
			end
			else begin
				output_valid <= 1;
				counter <= counter + 1;
			end
		end
		else counter <= 0;
    end
end
always @(posedge clk or posedge reset) begin
	if(reset)
		busy <= 0;
	else begin
		if(counter == 16 && state == OUT)
			busy <= 0;
		else 
			busy <= 1;
	end
end
endmodule
### flow/run.sh
#!/bin/bash
# OpenROAD 26Q1-2900-gdf79404cd8, Yosys 0.63+post, stock flow scripts
make -C /OpenROAD-flow-scripts/flow DESIGN_CONFIG=/design/flow/config.mk WORK_HOME=/design/flow/orfs finish
### flow/config.mk
export PLATFORM = sky130hd
export DESIGN_NAME = LCD_CTRL
export DESIGN_NICKNAME = LCD_CTRL
export VERILOG_FILES = /design/flow/design.v
export SDC_FILE = /design/flow/constraint.sdc
export NUM_CORES = 4
export LEC_CHECK = 1
export CORE_UTILIZATION = 30
### flow/constraint.sdc
current_design LCD_CTRL

set clk_period 49.5
set clk_io_pct 0.2

create_clock -name clk0 -period $clk_period [get_ports {clk}]

set non_clock_inputs [all_inputs -no_clocks]
set_input_delay [expr $clk_period * $clk_io_pct] -clock clk0 $non_clock_inputs
set_output_delay [expr $clk_period * $clk_io_pct] -clock clk0 [all_outputs]
==> flow_summary.ini <==
; yosys + openroad results
[placement]
hpwlAfterDp_mm = 953
gpl.final_weighted_congestion = 1.55
io_buffer_count = 22
place_area_mm2 = 0.0998
pre_cts_ws_ns = 35.93

[outcome]
toolErrorMsg = [ERROR GRT-0116] Global routing finished with congestion. Check the congestion regions in the DRC Viewer.
status = stopped before the end
haltStage = global routing

[synth]
synth.distinct_cells = 122
netlist_area_mm2 = 0.0882
synth.avg_cell_area_um2 = 7.23
seq_total_area_yosys_pct = 15.5
synthCells = 12200
yosysWarningCount = 2
cell_taking_the_most_area_after_synthesis = dfrtp_1
topCellsByArea = dfrtp_1 (11%), a22oi_1 (10%), mux2_2 (8.3%)
post-synth-top-area-fraction_pct = 11.3
yosys_area_mm2 = 0.0882
synth-edff-count = 9
flop_cell = dfrtp_1
ys_cells = 12200
synthTopCellsByCount = clkbuf_1 (1249), a22oi_1 (1187), nand2_1 (1177), a21oi_1 (846), nand3_1 (672)
synth-async-reset-ratio_pct = 98.3
most_instantiated_library_cell_after_synthesis = clkbuf_1
synth_flop_count = 539

[floorplanning]
die-width_um = 544
fp_util_pct = 30.2
rows = 198
die-height_um = 544
pin_count = 24

[global_route]
gr-usage-all-layers_pct = 99.9
pin_count_of_the_biggest_net_entering_global_routing = 123
number_of_global_route_vias_before_repair = 169000
grt-ovfl-total = 12500
grt_first_pass_wirelength_mm = 1960

[cts]
tritoncts_num_sinks = 539
cts_max_path_buffers = 3
postCtsHoldBufs = 0
cts.repair.resized = 0
post_cts.repair.setup_buffers = 0
htree_levels = 3
tritoncts.num_buffers = 73
root_buffer = clkbuf_16
kinds of logic after synthesis:
family          count (synthesis)  share of synthesized area (%)
simple gates                 3529                           19.9
fa+ha+maj                      13                          0.193
mux                           955                           11.9
compound gates               5123                           42.2
xor+xnor                       40                          0.542
buf+inv                      2007                           9.70
flops                         539                           15.5
stage by stage:
step	utilization, %	instances
2_1_floorplan	-	12200
3_3_place_gp	34.2	15800
3_5_place_dp	34.2	15800
4_1_cts	35.1	15900
routing by layer:
metal  track usage (%)  overflow
met4              99.3      2604
met1              98.5      2164
met2               105      5310
met5              89.8       255
met3              96.6      2211
