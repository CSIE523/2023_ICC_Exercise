**/design/flow/run.sh**
```bash
#!/bin/bash
# OpenROAD 26Q1-2900-gdf79404cd8, Yosys 0.63+post, stock flow scripts
make -C /OpenROAD-flow-scripts/flow DESIGN_CONFIG=/design/flow/config.mk WORK_HOME=/design/flow/orfs finish
```
**/design/flow/constraint.sdc**
```tcl
current_design geofence

set clk_period 12.2
set clk_io_pct 0.2

create_clock -name clk0 -period $clk_period [get_ports {clk}]

set non_clock_inputs [all_inputs -no_clocks]
set_input_delay [expr $clk_period * $clk_io_pct] -clock clk0 $non_clock_inputs
set_output_delay [expr $clk_period * $clk_io_pct] -clock clk0 [all_outputs]
```
**/design/flow/design.v**
```verilog
module geofence ( clk,reset,X,Y,valid,is_inside);
input clk;
input reset;
input [9:0] X;
input [9:0] Y;
output reg valid;
output is_inside;
reg [2:0]state, next_state;
parameter IDLE = 3'd0,
	  READ = 3'd1,
      SORTING = 3'd2,
	  CAL = 3'd3,
	  OUT = 3'd4,
      BUFFF = 3'd5;
reg [2:0] sort_cnt;
reg [2:0] cnt;
reg [9:0] tmp_x[0:5];
reg [9:0] tmp_y[0:5];
reg [9:0] target_x;
reg [9:0] target_y;
reg [2:0] sort_idx;
reg signed [10:0] buf1;
reg signed [10:0] buf2;
reg signed [21:0] tmp;
reg done;
wire signed [21:0]mul;
assign mul = buf1 * buf2;
reg [5:0] result;
assign is_inside = &result | &(~result);
always@(posedge clk or posedge reset)begin
    if(reset)
        state <= IDLE;
    else 
        state <= next_state;
end
always@(*)begin
    if(reset)
        next_state = IDLE;
    else begin
        case(state)
            IDLE:
                next_state = READ;
            READ:begin
                if(done == 1) next_state = SORTING;
                else next_state = READ;  
            end
            SORTING:begin
                if(sort_idx == 0) next_state = CAL;
                else next_state = SORTING;
            end
            CAL:begin
                if(sort_idx == 6) next_state = OUT;
                else next_state = CAL;
            end 
            OUT:
                next_state = BUFFF;
            BUFFF:
                next_state = READ; 
            default:    next_state = IDLE;
        endcase
    end 
end
always@(posedge clk or posedge reset)begin
    if(reset)begin
        cnt <= 0;
        done <= 0;
        sort_cnt <= 1;
        sort_idx <= 4;
        valid <= 0;
    end
    else begin
        if(next_state == READ) begin
            valid <= 0;
            case(cnt)
                0:begin
                    target_x <= X;
                    target_y <= Y;
                end
                1:begin
                    tmp_x[0] <= X;
                    tmp_y[0] <= Y;
                end
                2:begin
                    tmp_x[1] <= X;
                    tmp_y[1] <= Y;
                end
                3:begin
                    tmp_x[2] <= X;
                    tmp_y[2] <= Y;
                end
                4:begin
                    tmp_x[3] <= X;
                    tmp_y[3] <= Y;
                end
                5:begin
                    tmp_x[4] <= X;
                    tmp_y[4] <= Y;
                end
                6:begin
                    tmp_x[5] <= X;
                    tmp_y[5] <= Y;
                end
            endcase
            if(cnt < 6)
                cnt <= cnt + 1;
            else begin
                cnt <= 0;
                done <= 1;
            end
        end
        else if(next_state == SORTING)begin
            done <= 0;
            case(cnt)
                0:begin
                    buf1 <= tmp_x[sort_cnt] - tmp_x[0];         
                    cnt <= cnt + 1;
                end
                1:begin      
                    buf2 <= tmp_y[sort_cnt+1] - tmp_y[0];    
                    cnt <= cnt + 1;
                end
                2:begin
                    tmp <= mul;
                    buf2 <= tmp_y[sort_cnt] - tmp_y[0];    
                    cnt <= cnt + 1;
                end
                3:begin
                    buf1 <= tmp_x[sort_cnt+1] - tmp_x[0];
                    cnt <= cnt + 1;
                end
                4:begin
                    if(tmp > mul)begin
                        cnt <= 5;
                    end
                    else begin
                        if(sort_cnt == sort_idx) begin
                            sort_idx <= sort_idx - 1;
                            sort_cnt <= 1;
                        end
                        else 
                            sort_cnt <= sort_cnt + 1;
                        cnt <= 0;
                    end
                end
                5:begin
                    tmp_x[sort_cnt] <= tmp_x[sort_cnt+1];
                    tmp_x[sort_cnt+1] <= tmp_x[sort_cnt];
                    tmp_y[sort_cnt] <= tmp_y[sort_cnt+1];
                    tmp_y[sort_cnt+1] <= tmp_y[sort_cnt];
                    if(sort_cnt == sort_idx) begin
                        sort_idx <= sort_idx - 1;
                        sort_cnt <= 1;
                    end
                    else 
                        sort_cnt <= sort_cnt + 1;
                    cnt <= 0;
                end
            endcase
        end
        else if(next_state == CAL)begin
            case(cnt)
            0:begin
                buf1 <= tmp_x[sort_idx] - target_x;
            end
            1:begin
                if(sort_idx == 5)
                    buf2 <= tmp_y[0] - target_y;
                else
                    buf2 <= tmp_y[sort_idx+1] - target_y;
            end
            2:begin
                tmp <= mul;
                buf2 <= tmp_y[sort_idx] - target_y;
            end
            3:begin
                if(sort_idx == 5)
                    buf1 <= tmp_x[0] - target_x;
                else
                    buf1 <= tmp_x[sort_idx+1] - target_x;
             end
            4:begin
                result[sort_idx] <= (tmp > mul);
                sort_idx <= sort_idx + 1;
            end
            endcase
            if(cnt < 4)begin
                cnt <= cnt + 1;
            end
            else 
                cnt <= 0;
        end
        else if(next_state == OUT)begin
            sort_idx <= 4;
            sort_cnt <= 1;
            cnt <= 0;
            valid <= 1;
        end
    end
end
endmodule
```
**/design/flow/config.mk**
```make
export PLATFORM = sky130hd
export DESIGN_NAME = geofence
export DESIGN_NICKNAME = geofence
export VERILOG_FILES = /design/flow/design.v
export SDC_FILE = /design/flow/constraint.sdc
export NUM_CORES = 4
export LEC_CHECK = 1
export CORE_UTILIZATION = 30
```
==> impl_metrics.tcl <==
# implementation run metrics
set metrics [dict create \
    synth.yosys.warnings 3 \
    critical_path_source_type "flop" \
    finalHoldViolations 0 \
    number_of_buffer_cells_added_on_primary_ports 23 \
    worst_r2r_path_depth 28 \
    yosysTopAreaCell "sky130_fd_sc_hd__edfxtp_1" \
    clk_pin_slew_ns 0.05 \
    initCoreUtil_pct 30.5 \
    globalRoute.totalOverflow 0 \
    setup-violations-final 0 \
    synth-main-ff-cell "sky130_fd_sc_hd__edfxtp_1" \
    ios 24 \
    power_leakage_uw 0.00904 \
    rr_endpoint "sort_cnt[2]$_DFFE_PP0P_" \
    htree_levels 1 \
    tritoncts "built" \
    num_vias 17000 \
    final.period_utilization_pct 60.4 \
    worst_ep_required_time_ns 12.64 \
    worst_pin_slew_ns 0.857 \
    yosys-stat-area_mm2 0.0198 \
    reg2reg_slack_ns 4.83 \
    num_rows 93 \
    end_kind "flop" \
    synth_seq_share_pct 31.0 \
    track_usage_pct 19.5 \
    grt_pass1_wl_um 96800 \
    antenna_cells_inserted 0 \
    timing.final.crit_period_ns 7.37 \
    worst_hold_endpoint "done$_DFFE_PP0P_" \
    ys_ff 207 \
    floorplan.die.height_um 259 \
    vias_in_the_first_global_route 16900 \
    cellPowerDensity_mw_per_mm2 310 \
    syn-mean-instance-area_um2 8.86 \
    regToRegStartpoint "buf2[5]$_DFFE_PP_" \
    log.warning_count 42 \
    cts_hold_buf 0 \
    fin_tns_setup_ns 0 \
    enable_flop_cells 190 \
    worst_slew_margin_rel_pct 42.5 \
    placement.cell_area_mm2 0.0210 \
    clockRootBuffer "sky130_fd_sc_hd__clkbuf_16" \
    netlist_area_mm2 0.0198 \
    grt_start_max_net_pins 78 \
    cp_slowest_stage_delay_ns 0.55 \
    route.detailed.wl_per_inst_um 20.5 \
    drive_gt1_share_pct 8.34 \
    number_of_buffers_on_the_longest_clock_path 3 \
    setup_repair_after_global_routing_missed_its_margin "no" \
    cts.sinks 207 \
    regArea_mm2 0.00613 \
    worstSetupPathType "flop to flop" \
    netlist.top_cell.by_instances "sky130_fd_sc_hd__nand2_1" \
    fin_skew_ns 0.0380 \
    critPathMostFrequentCell "sky130_fd_sc_hd__fa_1" \
    run_status "finished, final reports clean" \
    asyncSetResetFlopFracSynth_pct 8.21 \
    area_fraction_of_the_dominant_cell_type_after_synthesis_pct 28.8 \
    crit_path_max_fanout 11 \
    vdd_ir_drop_max_mv 0.176 \
    routabilityCongestion 0.918 \
    timing_max_transition_violations_final 0 \
    drt_pass1_iterations 12 \
    critical-path-slowest-cell "sky130_fd_sc_hd__edfxtp_1" \
    cts_made_buffers 27 \
    clk-insertion-delay-late_ns 0.59 \
    post-dp-hpwl_um 40800 \
    chipArea_mm2 0.0670 \
    area_growth_syn_to_layout_pct 10.7 \
    area.combinational_mm2 0.0123 \
    syn-instance-count 2234 \
    postRouteWirelength_um 62900 \
    route.detailed.drc 0 \
    min_from "done$_DFFE_PP0P_" \
    cap_violations 0 \
    number_of_drc_violations_after_detailed_routing_iteration_0 1817 \
    route.antenna.remaining_nets 0 \
    core_area_mm2 0.0648 \
    final_std_cell_area_no_fill_mm2 0.0219 \
    fill_cells 6427 \
    drt-vias-per-instance 5.54 \
    post-cts-setup-buffer-count 0 \
    antenna_violations_before_repair 0 \
    yosysUniqueCellTypes 65 \
    most_used_standard_cells_in_the_synthesized_netlist "441 x sky130_fd_sc_hd__nand2_1, 237 x sky130_fd_sc_hd__inv_1, 190 x sky130_fd_sc_hd__edfxtp_1" \
    die_width_um 259 \
    post_cts_resized 0 \
    hold_path.class "flop to flop" \
    yosys-top-cells-area "sky130_fd_sc_hd__edfxtp_1 29%, sky130_fd_sc_hd__fa_1 12%, sky130_fd_sc_hd__ha_1 8.4%" \
    fmaxAchievable_mhz 136 \
    min_path_cells 1 \
    synth_stat.cells 2234 \
    timing.critical_path.arrival_ns 7.82 \
]
-- through the flow --
step | utilization [%] | total power [uW] | setup slack [ns] | std cells | hold slack (ns)
2_1_floorplan | - | 4690 | 5.43 | 2234 | 0.426
3_5_place_dp | 32.5 | 5930 | 4.78 | 3026 | 0.522
5_1_grt | 33.8 | 7420 | 4.34 | 3073 | 0.566
6_report | 33.8 | 6790 | 4.83 | 3073 | 0.540
3_3_place_gp | 32.5 | 5860 | 4.85 | 3026 | 0.517
4_1_cts | 33.8 | 6750 | 4.76 | 3073 | 0.534
-- cells in the final DEF, fill, tap and decap left out, types with 6 or more instances in the layout --
| cell | instances |
|---|---|
| sky130_fd_sc_hd__nor2b_1 | 11 |
| sky130_fd_sc_hd__o21bai_1 | 7 |
| sky130_fd_sc_hd__a221oi_1 | 46 |
| sky130_fd_sc_hd__nand2b_1 | 10 |
| sky130_fd_sc_hd__nor3_1 | 18 |
| sky130_fd_sc_hd__a222oi_1 | 40 |
| sky130_fd_sc_hd__mux2_2 | 69 |
| sky130_fd_sc_hd__a22oi_1 | 22 |
| sky130_fd_sc_hd__nor2_1 | 128 |
| sky130_fd_sc_hd__clkbuf_16 | 27 |
| sky130_fd_sc_hd__a21oi_1 | 100 |
| sky130_fd_sc_hd__a22o_1 | 23 |
| sky130_fd_sc_hd__inv_1 | 237 |
| sky130_fd_sc_hd__and2_1 | 64 |
| sky130_fd_sc_hd__ha_1 | 133 |
| sky130_fd_sc_hd__clkdlybuf4s50_1 | 23 |
| sky130_fd_sc_hd__nor4_1 | 6 |
| sky130_fd_sc_hd__a21o_1 | 26 |
| sky130_fd_sc_hd__nand3_1 | 7 |
| sky130_fd_sc_hd__a31oi_1 | 157 |
| sky130_fd_sc_hd__edfxtp_1 | 190 |
| sky130_fd_sc_hd__or2_2 | 6 |
| sky130_fd_sc_hd__fa_1 | 121 |
| sky130_fd_sc_hd__dfrtp_1 | 14 |
| sky130_fd_sc_hd__mux2i_1 | 14 |
| sky130_fd_sc_hd__o21ai_0 | 43 |
| sky130_fd_sc_hd__o211ai_1 | 12 |
| sky130_fd_sc_hd__xnor2_1 | 42 |
| sky130_fd_sc_hd__nand2_1 | 441 |
| sky130_fd_sc_hd__clkbuf_1 | 8 |
| sky130_fd_sc_hd__nand4_1 | 11 |
| sky130_fd_sc_hd__buf_4 | 53 |
| sky130_fd_sc_hd__or3_1 | 8 |
| sky130_fd_sc_hd__xor2_1 | 16 |
| sky130_fd_sc_hd__o22ai_1 | 7 |
-- report_power, final --
part           internal (uW)  total (uW)  switching [uW]
clock network            470         788             318
logic                   1900        4810            2910
registers               1100        1190            95.6
-- metal layers --
layer | global-route usage [%] | up-vias | wire, um
met1 | 26.1 | 7903 | 24900
met5 | 1.21 | - | 0
li1 | - | 7786 | -
met2 | 27.4 | 1113 | 25800
met4 | 7.38 | 0 | 3140
met3 | 9.74 | 219 | 9030
-- cell families (layout without fill, tap and decap cells) --
logic type | count (synthesis) | count (layout) | share of synthesized area (%)
AND-OR/OR-AND | 523 | 523 | 18.1
XOR/XNOR | 58 | 58 | 2.57
adder cells (fa/ha/maj) | 254 | 254 | 20.6
buffers and inverters | 377 | 361 | 7.25
flip-flops | 207 | 207 | 31.0
multiplexers | 84 | 84 | 4.69
AND/OR/NAND/NOR | 731 | 731 | 15.8
-- cell type report --
class	instances	share of cell area, %
clock inverter	12	0.703
tap	855	4.88
inverter	238	4.08
timing repair buffer	76	2.87
multi-input combinational	1650	56.2
sequential	207	28.0
clock buffer	35	3.22
-- how the worst max path moves through the flow --
stage                              from                       to  slack (ns)  depth (start not counted)
after CTS             buf2[5]$_DFFE_PP_  sort_cnt[2]$_DFFE_PP0P_        4.76                         28
after global routing  buf2[5]$_DFFE_PP_  sort_cnt[2]$_DFFE_PP0P_        4.34                         29
final                 buf2[5]$_DFFE_PP_  sort_cnt[2]$_DFFE_PP0P_        4.83                         28
-- registers in the layout, indices dropped and copies added, names as in the netlist, 3 cells and up --
name,count
sort_idx,3
result,6
buf2,11
tmp,22
state,6
sort_cnt,3
cnt,3
buf1,11
tmp_y,60
target_y,10
tmp_x,60
target_x,10
-- worst max-delay path, delay by kind of cell (launching register included) --
family	cells	cell delay, ns
AOI/OAI and AO/OA	10	2.10
and+or+nand+nor	5	0.87
adders and majority gates	7	3.15
buffers and inverters	5	0.44
xor gates and xnor gates	1	0.13
DFF	1	0.55
Power and IR drop assume default switching activity.
