--- flow/design.v ---
module JAM (
input CLK,
input RST,
output reg [2:0] W,
output reg [2:0] J,
input [6:0] Cost,
output reg [3:0] MatchCount,
output reg [9:0] MinCost,
output  Valid );
reg [2:0]state, next_state;
parameter IDLE = 3'd0,
	  FIND_BIGGER = 3'd1,
      FIND_BIGGER_SMALLEST = 3'd2,
      CHANGE = 3'd3,
	  CAL = 3'd4,
	  FINISH = 3'd5;
reg [3:0] counter;
reg [3:0] job[0:7];
reg done;
reg [9:0] min;
reg [3:0] tmp;
reg [3:0] min_idx;
assign Valid = (done == 1 && job[7] == 0 && job[0] == 7);
always@(posedge CLK or posedge RST)begin
    if(RST)
        state <= IDLE;
    else 
        state <= next_state;
end
always@(*)begin
    if(RST)
        next_state = IDLE;
    else begin
        case(state)
            IDLE:begin
                if(done == 1)next_state = FIND_BIGGER;
                else next_state = IDLE;
            end
            FIND_BIGGER:begin
                if(done == 0) next_state = FIND_BIGGER_SMALLEST;
                else next_state = FIND_BIGGER;  
            end
            FIND_BIGGER_SMALLEST:begin
                if(done == 1) next_state = CHANGE;
                else next_state = FIND_BIGGER_SMALLEST;
            end
            CHANGE:
                next_state = CAL;
            CAL:begin
                if(done == 1) next_state = FIND_BIGGER;
                else next_state = CAL;
            end 
            default:    next_state = IDLE;
        endcase
    end 
end
always@(posedge CLK or posedge RST)begin
    if(RST)begin
        counter <= 1;
        MatchCount <= 0;
        MinCost <= 0;
        job[0] <= 0;
        job[1] <= 1;
        job[2] <= 2;
        job[3] <= 3;
        job[4] <= 4;
        job[5] <= 5;
        job[6] <= 6;
        job[7] <= 7;
        done <= 0;
        min <= 0;
        tmp <= 0;
        W <= 0;
        J <= 0;
    end
    else begin
        if(next_state == IDLE)begin
            W <= counter;
            J <= counter;
            MatchCount <= 1;
            MinCost <= MinCost + Cost;
            if(counter < 7)begin
                counter <= counter + 1;
            end
            else 
                done <= 1;
        end
        else if(next_state == FIND_BIGGER)begin
            if(job[counter] > job[counter - 1])begin
                tmp <= counter;
                min_idx <= counter;
                min <= job[counter];
                counter <= counter - 1;    
                done <= 0;
            end
            else 
                counter <= counter - 1;
        end
        else if(next_state == FIND_BIGGER_SMALLEST)begin
            if(min > job[counter] && min > job[tmp] && job[tmp] > job[counter])begin
                min <= job[tmp];
                min_idx <= tmp;
                if(tmp == 7)begin
                    job[tmp] <= job[counter];
                    job[counter] <= job[tmp];
                    done <= 1;
                end
            end
            else if(tmp == 7)begin
                job[min_idx] <= job[counter];
                job[counter] <= job[min_idx];
                done <= 1;
            end
            else 
                tmp <= tmp + 1;
        end
        else if(next_state == CHANGE)begin
            min <= 0;
            done <= 0;
            case(counter)
                0:begin
                    job[1] <= job[7];
                    job[7] <= job[1];
                    job[2] <= job[6];
                    job[6] <= job[2];
                    job[3] <= job[5];
                    job[5] <= job[3];
                end
                1:begin
                    job[2] <= job[7];
                    job[7] <= job[2];
                    job[3] <= job[6];
                    job[6] <= job[3];
                    job[4] <= job[5];
                    job[5] <= job[4];
                end
                2:begin
                    job[3] <= job[7];
                    job[7] <= job[3];
                    job[4] <= job[6];
                    job[6] <= job[4];
                end
                3:begin
                    job[4] <= job[7];
                    job[7] <= job[4];
                    job[5] <= job[6];
                    job[6] <= job[5];
                end
                4:begin
                    job[5] <= job[7];
                    job[7] <= job[5];
                end
                5:begin
                    job[6] <= job[7];
                    job[7] <= job[6];
                end
            endcase
            counter <= 0;
        end
        else if(next_state == CAL)begin
            case(counter)
                0:begin
                    W <= 0;
                    J <= job[0];
                end
                1:begin
                    W <= 1;
                    J <= job[1];
                    min <= min + Cost;
                end
                2:begin
                    W <= 2;
                    J <= job[2];
                    min <= min + Cost;
                end
                3:begin
                    W <= 3;
                    J <= job[3];
                    min <= min + Cost;
                end
                4:begin
                    W <= 4;
                    J <= job[4];
                    min <= min + Cost;
                end
                5:begin
                    W <= 5;
                    J <= job[5];
                    min <= min + Cost;
                end
                6:begin
                    W <= 6;
                    J <= job[6];
                    min <= min + Cost;
                end
                7:begin
                    W <= 7;
                    J <= job[7];
                    min <= min + Cost;
                end
                8:begin
                    min <= min + Cost;
                end
                9:begin
                    if(min < MinCost)begin
                        MinCost <= min;
                        MatchCount <= 1;
                    end
                    else if(min == MinCost)begin
                        MatchCount <= MatchCount + 1;
                        min <= 0;
                    end
                end
            endcase
            if(counter < 9)
                counter <= counter + 1;
            else begin
                counter <= 7;
                done <= 1;
            end
        end
    end
end
endmodule
--- flow/run.sh ---
#!/bin/bash
# OpenROAD 26Q1-2900-gdf79404cd8, Yosys 0.63+post, stock flow scripts
make -C /OpenROAD-flow-scripts/flow DESIGN_CONFIG=/design/flow/config.mk WORK_HOME=/design/flow/orfs finish
--- flow/constraint.sdc ---
current_design JAM

set clk_period 5.5
set clk_io_pct 0.2

create_clock -name clk0 -period $clk_period [get_ports {CLK}]

set non_clock_inputs [all_inputs -no_clocks]
set_input_delay [expr $clk_period * $clk_io_pct] -clock clk0 $non_clock_inputs
set_output_delay [expr $clk_period * $clk_io_pct] -clock clk0 [all_outputs]
--- flow/config.mk ---
export PLATFORM = sky130hd
export DESIGN_NAME = JAM
export DESIGN_NICKNAME = JAM
export VERILOG_FILES = /design/flow/design.v
export SDC_FILE = /design/flow/constraint.sdc
export NUM_CORES = 4
export LEC_CHECK = 1
export CORE_UTILIZATION = 30
==> deck_impl_summary.md <==
Key Metrics from the Run

Synthesis
  – Seq share, synth: a little over a quarter
  – Synthesized area: around 7700 um2
  – Top_reg_cell synth: dfrtp_1
  – Yosys reg bits: ~79
  – Yosys Instances: 946
  – Ys async rst share: 96.20%
  – Yosys chip area: 7685 um2
  – Average size of a mapped cell: 8.124 um2
  – Flip-flops with a built-in enable: 3
  – Ys Warns: 2
  – Cell count after synthesis: between 900 and 1k
  – Distinct lib cells used: about 77

Global routing
  – Global-route wire length before repair: 43770 um
  – Largest net degree at the start of global routing: around 44
  – All-layer global routing usage: 21.85%
  – Antenna violations before repair: 0
  – Vias in the first global route: 7255
  – Congestion Overflow GR: 0

Final layout
  – Design Area, Final: 8602 um2
  – Fillers: between 2k and 3k
  – P&R area growth vs syn: 11.93%
  – Comb gate area: ~5200 um2
  – Layout Cells excl Fill: 1271
  – Layout cell share with drive strength beyond 1: around a tenth
  – Reg area: 2009 um2

Setup path
  – CP Class: register to register
  – CP required: 5770 ps
  – Maximum fanout along the worst path: 17
  – Startpoint types: register
  – CP Capture Type: register
  – CP Data Arrival Time: 5400 ps

Final timing
  – Fmax: 194.9 MHz
  – Final hold vios: 0
  – Sum Neg Setup Slack: 0 ps
  – Tmin final: between 5000 and 6000 ps
  – Unrepaired setup endpoints after global routing: false
  – Final worst path period share: 93.29%
  – Max-slew violation count: 0
  – Slew headroom: 43.02%
  – Worst Skew: 9.157 ps
  – # setup viols final: 0
  – Worst Tran Pin Value: 851.5 ps

CTS
  – Max Root-Sink Buffers: 2
  – H-Tree Depth: 3
  – CTS buffer count: 9
  – Clock transition at path regs: around 70 ps
  – Post-CTS setup buffer count: 0
  – Sink Count: 79
  – Latency at later pin: approximately 350 ps
  – Root buffer cell: clkbuf_16
  – CTS hold repair buffers: 0
  – CTS resizes: 0
  – CTS tree: done

Detailed routing
  – First-pass DRT Iterations: 8
  – WL/cell: 21.71 um
  – Post-DRT Antenna Nets: 0
  – Final WL: 27600 um
  – # diodes: 0
  – 1st-iter DRT viols: 880
  – DRC violation count after routing: 0
  – Routed via count: 7813
  – Vias per cell: 6.147

Die
  – Die height: 162.1 um
  – Die ar.: ~26000 um2
  – Top Ports: 30
  – Chip width: 162.1 um
  – Row count: 58
  – Fp util: around 31%
  – CORE AREA: around 25000 um2

Placement
  – RD Place Congestion: 1.011
  – Port Buf Inserts: 29
  – DPL Wire Length: 19410 um
  – Placed insts: 1255
  – Placed instance area: 8293 um2

Job
  – OpenROAD warning count: 34
  – Max cap viols: 0

Worst hold path
  – Hold Path Class: register to register

Run status
  – Outcome: completed
kinds of logic after synthesis:
logic type	synth area share, %
AND-OR/OR-AND	34.35
AND/OR/NAND/NOR	14.69
buffers and inverters	6.089
flip-flops	26.15
multiplexers	8.499
adder cells (fa/ha/maj)	9.313
XOR/XNOR	0.9117
path summary, 6_finish.rpt:
kind | startpoint | end | slack, ps | cells past startpoint
hold / removal | W[1]$_DFFE_PP0P_ | W[1]$_DFFE_PP0P_ | 490 | 2
hold reg to reg | W[1]$_DFFE_PP0P_ | W[1]$_DFFE_PP0P_ | 490 | 2
min in group asynchronous | RST | counter[2]$_DFFE_PP0P_ | 1430 | 3
setup / recovery | tmp[2]$_DFFE_PP0P_ | job[5][2]$_DFFE_PP1P_ | 370 | 15
max in group asynchronous | RST | job[4][3]$_DFFE_PP0P_ | 3110 | 4
setup reg to reg | tmp[2]$_DFFE_PP0P_ | job[5][2]$_DFFE_PP1P_ | 370 | 15
cell usage after synthesis, types with 23 or more instances:
| cell | instances | share of area (%) |
|---|---|---|
| ha_1 | 54 | 8.8 |
| nand2_1 | 77 | 3.8 |
| nor3_1 | 26 | 1.7 |
| dfrtp_1 | 62 | 20 |
| a222oi_1 | 23 | 3.0 |
| o211ai_1 | 23 | 2.2 |
| mux2_2 | 24 | 3.5 |
| clkbuf_1 | 58 | 2.8 |
| a22oi_1 | 26 | 2.5 |
| o21ai_0 | 71 | 4.6 |
| nor2_1 | 58 | 2.8 |
| inv_1 | 39 | 1.9 |
| a21oi_1 | 97 | 6.3 |
stage by stage:
| stage | hold WS [ps] | worst slack [ps] | utilization, % |
|---|---|---|---|
| finish | 489.6 | 368.9 | 34.16 |
| floorplan | 425.7 | 956.6 | - |
| global route | 507.8 | 192.9 | 34.16 |
| global placement | 463.0 | 665.8 | 32.93 |
| CTS | 492.2 | 484.3 | 34.16 |
| detailed placement | 476.4 | 527.6 | 32.93 |
metal layers:
| metal | up-vias | track usage, % | share of wire (%) |
|---|---|---|---|
| met3 | 65 | 4.845 | 10 |
| met1 | 3706 | 33.54 | 45 |
| met4 | 0 | 4.974 | 2.6 |
| li1 | 3616 | - | - |
| met2 | 426 | 31.45 | 42 |
| met5 | - | 0 | 0 |
layout make-up:
cell class,count,area share [%]
clock buffer,11,3.069
tap,330,4.800
clock inverter,5,0.5236
timing repair buffer,55,5.644
multi-input combinational,747,60.67
sequential,79,23.36
inverter,44,1.935
placed cells by master (no fill, tap or decap), types with 15 or more instances in the layout:
master / synthesis / layout
o21ai_0: 71 / 71
mux2i_1: 18 / 18
nor2_1: 58 / 58
inv_1: 39 / 38
a221oi_1: 17 / 17
nor2b_1: 15 / 15
a22oi_1: 26 / 26
dfrtp_1: 62 / 62
a222oi_1: 23 / 23
clkdlybuf4s50_1: 0 / 29
o211ai_1: 23 / 23
a21oi_1: 97 / 97
nor3_1: 26 / 25
a21o_1: 18 / 18
ha_1: 54 / 54
buf_4: 0 / 26
mux2_2: 24 / 24
nand2_1: 77 / 77
state kept, by name, summed over array words and instances (netlist names):
register and flops:
MatchCount 4, done 1, min_idx 3, counter 4, state 5, J 3, min 10, W 3
tmp 4, MinCost 10, job 32
critical path, cell delays in order, from the launching register on:
cell and delay [ps]:
dfrtp_1 650, inv_1 200, ha_1 340, or4_4 590, or2_1 280, a41o_1 250, inv_1 100, ha_1 240
and2_1 170, a32oi_1 200, buf_4 180, o21a_1 650, buf_4 310, nor4b_1 70, o41a_1 440, mux2_1 350
